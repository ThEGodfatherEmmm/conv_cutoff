<file path="./run.sh">
#!/bin/bash
# OpenROAD 26Q1-2900-gdf79404cd8, Yosys 0.63+post, stock flow scripts
make -C /OpenROAD-flow-scripts/flow DESIGN_CONFIG=/design/flow/config.mk WORK_HOME=/design/flow/orfs finish
</file>
<file path="./config.mk">
export PLATFORM = sky130hd
export DESIGN_NAME = line_buffer
export DESIGN_NICKNAME = line_buffer
export VERILOG_FILES = /design/flow/design.v
export SDC_FILE = /design/flow/constraint.sdc
export NUM_CORES = 4
export LEC_CHECK = 1
export CORE_UTILIZATION = 50
</file>
<file path="./constraint.sdc">
current_design line_buffer

set clk_period 18.9
set clk_io_pct 0.2

create_clock -name clk0 -period $clk_period [get_ports {clka}]

set non_clock_inputs [all_inputs -no_clocks]
set_input_delay [expr $clk_period * $clk_io_pct] -clock clk0 $non_clock_inputs
set_output_delay [expr $clk_period * $clk_io_pct] -clock clk0 [all_outputs]
</file>
<file path="./design.v">
module line_buffer#(
        parameter addr_width    = 7,
        parameter data_width    = 8,
        parameter data_depth    = 128
    ) (
        input  wire                       clka,   
        input  wire                       ena,    
        input  wire                       wena,    
        input  wire  [addr_width   -1:0]  addra,  
        input  wire  [data_width   -1:0]  dina,    
        output reg   [data_width   -1:0]  douta   
    );
    reg  [data_width  - 1 : 0]  ram[0 : data_depth - 1];  
    reg  [addr_width  - 1 : 0]  addra_reg;
    always @(posedge clka)
    begin
        if(ena & wena)
        begin
            ram[addra] <= dina;
            douta <= ram[addra];
        end
        else 
        begin
            douta <= ram[addra];
        end
    end
endmodule
</file>
==> flow_metrics.tcl <==
# collected from the flow reports
set metrics [dict create \
    outcome "completed" \
    final-max-slew-violation-count 0 \
    r2r_cells 6 \
    critical_path_class "in -> reg" \
    max_slew_headroom_pct 20.9 \
    cts_max_path_buffers 3 \
    critPathSlowestCell "buf_4" \
    grt_start_max_net_pins 86 \
    antenna_found_initial 4 \
    whs_ns 0.817 \
    postSynthSeqShare_pct 76.9 \
    dpl_cell_area_um2 41600 \
    post_cts.repair.setup_buffers 0 \
    clock_tree.htree_level_count 3 \
    vias 23626 \
    chip_area_um2 81600 \
    start_kind "input pin" \
    cts_num_sinks 1032 \
    yosys_warnings 1 \
    setup.reg_to_reg.worst_slack_ns 16.53 \
    post_drt_via_cell_ratio 6.49 \
    data_required_time_of_the_worst_path_ns 19.19 \
    first_pass_iters 5 \
    grt_setup_unrepaired "false" \
    log.warning_count 26 \
    clock_insertion_delay_worst_skew_ns 0.67 \
    drt_first_iter_violations 1642 \
    fin_cells 3643 \
    cts-resized-gates 0 \
    dp_hpwl_mm 70.1 \
    crit_fanout 85 \
    post-place-cells 3447 \
    grt.total_usage_pct 33.2 \
    core_rows 103 \
    cts_inserted_buffers 104 \
    most_used_dff_post_synth "edfxtp_1" \
    placeableCoreArea_um2 79300 \
    grt.overflow.total 0 \
    final_cell_area_um2 45000 \
    dieHeight_um 286 \
    share_of_final_layout_standard_cells_stronger_than_drive_strength_1_pct 11.7 \
    gpl.final_weighted_congestion 0.971 \
    netlist_area_um2 40200 \
    final-setup-viol-count 0 \
    ir_worst_vdd_v 0.0000756 \
    die.size.x_um 286 \
    synth.yosys.num_cells 2464 \
    path_buffers 5 \
    layout.core_utilization_pct 56.8 \
    synthCells 2464 \
    launch_point_of_the_critical_path "addra[1]" \
    max_clock_freq_mhz 137 \
    endpoint_kind "register" \
    destination_of_the_worst_register_to_register_timing_path "douta[4]" \
    ys.flops 1032 \
    power-per-cell-area_nw_per_um2 108 \
    first_global_vias 25335 \
    port-buffer-count 25 \
    synth.yosys.chip_area_um2 40200 \
    number_of_distinct_library_cells_after_synthesis 57 \
    tritoncts "yes" \
    critical_path.cell_chain "buf_8, buf_12, buf_4, and2_2, buf_4, nand2_1, buf_4, nor2_1" \
    minimum_clock_period_after_layout_ns 7.27 \
    hold_class "reg -> reg" \
    period_utilization_post_route_pct 38.5 \
    routed_wirelength_mm 119 \
    critical-path-top-delay-family "buffers and inverters" \
    final_hold_viol_count 0 \
    floorplan.core_util_pct 50.7 \
    rr_startpoint "ram[21][4]" \
    areaGrowthSynthToFinish_pct 11.9 \
    antenna_violating_nets_post_route 0 \
    critPathCapture "ram[87][5]" \
    worst_ep_arrival_time_ns 7.57 \
    ys_async_sr_fraction_pct 0 \
    cp_slowest_stage_delay_ns 0.67 \
    ctsRootBufferMaster "clkbuf_16" \
    tightestPinTransition_ns 1.19 \
    clock-skew-final_ns 0.0306 \
    synthesis.area_per_instance_um2 16.3 \
    post_synth_tally_of_flip_flops_with_integrated_enable 1024 \
    floorplan.io_pins 26 \
    drv.max_cap_violation_count 0 \
    clkSlewWorstSetupHoldPaths_ns 0.06 \
    grt_first_pass_wirelength_mm 173 \
    post_drt_wl_per_cell_um 32.7 \
    power.leakage_nw 14.3 \
    crit_cells 8 \
    critPathMostFrequentCell "buf_4" \
    drc 0 \
    postCtsHoldBufs 0 \
    total_negative_setup_slack_ns 0 \
]
Yosys cell counts (all sizes together), types with 3 or more instances:
master     n  area, um^2
o21ai     86         430
o211ai     4        30.0
mux2      24         274
nor2     210         791
a221o     10         100
a31oi      7        43.8
nor4       5        31.3
a221oi   175        1550
a21oi    128         641
dfxtp      8         160
and3       3        18.8
and2       4        25.0
a22o      75         657
o31ai      8        60.1
mux4       5         113
buf      117         697
edfxtp  1024       30700
nand3     21         105
nand2     90         338
nor3      11        55.1
clkbuf    70         263
a32o       3        30.0
o22a       7        61.3
o221ai     6        52.6
nand2b     9        58.8
o22ai     86         538
a22oi     72         541
a211oi    12        90.1
nand4      6        37.5
inv        3        11.3
mux2i    139        1390
nor2b     15        93.8
flip-flops by register name, summed over array words and instances, names as in the netlist:
signal and cells:
douta 8, ram 1024
power by group:
part           switching (mW)  internal [mW]
combinational           0.206         0.0765
sequential            0.00641           2.52
clock                   0.844           1.19
total                    1.06           3.79
worst register-to-register path, cell delays in order (launching register included):
cell      delay [ns]
edfxtp_1        0.37
mux2i_1         0.25
o22ai_1         0.13
a221oi_1        0.64
o211ai_1        0.33
nor4_1          0.39
nand4_1         0.13
worst min path at each step:
stage / start / end / slack (ns) / depth (start not counted)
after CTS: ram[77][1] / douta[1] / 0.81 / 6
after global routing: ram[77][1] / douta[1] / 0.84 / 6
final: ram[77][1] / douta[1] / 0.82 / 6
placed cells by master (no fill, tap or decap), types with 4 or more instances in the layout:
master,instances
a22oi_1,72
diode_2,4
o21ai_0,78
o21ai_1,8
nand4_1,6
a221o_1,10
buf_4,100
nand3_1,21
dfxtp_1,8
clkbuf_16,105
clkdlybuf4s50_1,14
mux4_2,5
o211ai_1,4
a22o_1,75
o22a_1,7
edfxtp_1,1024
clkinvlp_4,7
o31ai_1,8
nor2b_1,10
a21oi_1,128
clkbuf_1,16
nor3_1,11
nand2_1,90
nand2b_1,8
bufinv_16,13
nor2_1,208
clkinv_1,28
a211oi_1,12
clkinv_2,19
mux2i_1,139
o22ai_1,86
a31oi_1,7
a221oi_1,172
mux2_2,23
o221ai_1,6
nor4_1,5
cells by family (layout without fill, tap and decap cells):
group                  count (synthesis)  in the layout  share of synthesized area, %
and+or+nand+nor                      381            381                          3.99
muxes                                168            168                          4.42
other                                  0              4                             0
AOI/OAI and AO/OA                    693            693                          12.3
DFF                                 1032           1032                          76.9
buffers and inverters                190            315                          2.41
through the flow:
step	total power, mW	worst slack, ns
2_1_floorplan	2.71	13.24
3_3_place_gp	2.85	11.04
3_5_place_dp	2.86	11.07
4_1_cts	4.86	11.73
5_1_grt	4.97	11.39
6_report	4.85	11.63
layout make-up:
| class | count | area [um^2] |
|---|---|---|
| Antenna cell | 4 | 10.0 |
| Inverter | 3 | 11.3 |
| Tap cell | 1050 | 1310 |
| Timing Repair Buffer | 120 | 992 |
| Fill cell | 5868 | 34300 |
| Multi-Input combinational cell | 1242 | 8380 |
| Sequential cell | 1032 | 30900 |
| Clock buffer | 121 | 2690 |
| Clock inverter | 71 | 693 |
per-layer routing:
metal	track usage [%]	up-vias	routed length [um]
li1	-	10101	-
met1	42.2	11588	38800
met2	47.1	1657	54800
met3	24.9	270	20800
met4	9.36	10	4470
met5	2.97	-	256
No activity file was given, so power comes from the tool's default toggle rates.
