===== /design/flow/config.mk =====
export PLATFORM = sky130hd
export DESIGN_NAME = add10
export DESIGN_NICKNAME = add10
export VERILOG_FILES = /design/flow/design.v
export SDC_FILE = /design/flow/constraint.sdc
export NUM_CORES = 4
export LEC_CHECK = 1
export CORE_UTILIZATION = 50

===== /design/flow/constraint.sdc =====
current_design add10

set clk_period 8.5
set clk_io_pct 0.2

create_clock -name clk0 -period $clk_period [get_ports {clk}]

set non_clock_inputs [all_inputs -no_clocks]
set_input_delay [expr $clk_period * $clk_io_pct] -clock clk0 $non_clock_inputs
set_output_delay [expr $clk_period * $clk_io_pct] -clock clk0 [all_outputs]

===== /design/flow/design.v =====
module add2 #(
    parameter input_len     = 16
    ) (
    input   wire                        clk,
    input   wire                        rst_n,
    input   wire    [input_len  -1:0]   data_in1,    
    input   wire    [input_len  -1:0]   data_in2,    
    output  wire    [input_len    :0]   data_out
    );
    wire signed     [input_len  -1:0]   data_in1_internal;
    wire signed     [input_len  -1:0]   data_in2_internal;
    reg  signed     [input_len    :0]   data_out_internal;
    assign data_in1_internal = data_in1;
    assign data_in2_internal = data_in2;
    always @(posedge clk or negedge rst_n)
    begin
        if(!rst_n)
            data_out_internal <= {1'b0, {input_len{1'b0}}};
        else
            data_out_internal <= data_in1_internal + data_in2_internal;
    end
    assign data_out = data_out_internal;
endmodule
module add4 #(
    parameter input_len     = 16
    ) (
    input   wire                        clk,
    input   wire                        rst_n,
    input   wire    [input_len  -1:0]   data_in1,    
    input   wire    [input_len  -1:0]   data_in2,    
    input   wire    [input_len  -1:0]   data_in3,    
    input   wire    [input_len  -1:0]   data_in4,    
    output  wire    [input_len  +1:0]   data_out
    );
    wire signed     [input_len  -1:0]   data_in1_internal;
    wire signed     [input_len  -1:0]   data_in2_internal;
    wire signed     [input_len  -1:0]   data_in3_internal;
    wire signed     [input_len  -1:0]   data_in4_internal;
    wire signed     [input_len    :0]   data_io1_internal;
    wire signed     [input_len    :0]   data_io2_internal;
    reg  signed     [input_len  +1:0]   data_out_internal;
    assign data_in1_internal = data_in1;
    assign data_in2_internal = data_in2;
    assign data_in3_internal = data_in3;
    assign data_in4_internal = data_in4;
    assign data_io1_internal = data_in1_internal + data_in2_internal;
    assign data_io2_internal = data_in3_internal + data_in4_internal;
    always @(posedge clk or negedge rst_n)
    begin
        if(!rst_n)
            data_out_internal <= {2'b0, {input_len{1'b0}}};
        else
            data_out_internal <= data_io1_internal + data_io2_internal;
    end
    assign data_out = data_out_internal;
endmodule
module add9 #(
    parameter input_len     = 16
    ) (
    input  wire                             clk,
    input  wire                             rst_n,
    input  wire [input_len * 9 - 1 : 0]     data_in,    
    output wire [input_len + 4 - 1 : 0]     data_out
    );
    wire signed     [input_len - 1 : 0]   data_in_internal[9 - 1 : 0];
    wire signed     [input_len + 1 : 0]   data_io0_internal;
    wire signed     [input_len + 1 : 0]   data_io1_internal;
    reg  signed     [input_len - 1 : 0]   data_in_internal8;
    reg  signed     [input_len + 3 : 0]   data_out_internal;
    genvar i;
    generate
    for(i=0; i<9; i=i+1)
    begin
        assign data_in_internal[i] = data_in[input_len * i + input_len - 1: input_len * i];
    end
    endgenerate
    always @(posedge clk or negedge rst_n)
    begin
        if(!rst_n)
            data_in_internal8 <= 0;
        else
            data_in_internal8 <= data_in_internal[8];
    end
    add4 #(
        .input_len     (input_len)
        ) addtree0 (
        .clk           (clk),
        .rst_n         (rst_n),
        .data_in1      (data_in_internal[0]),
        .data_in2      (data_in_internal[1]),
        .data_in3      (data_in_internal[2]),
        .data_in4      (data_in_internal[3]),
        .data_out      (data_io0_internal)
    );
    add4 #(
        .input_len     (input_len)
        ) addtree1 (
        .clk           (clk),
        .rst_n         (rst_n),
        .data_in1      (data_in_internal[4]),
        .data_in2      (data_in_internal[5]),
        .data_in3      (data_in_internal[6]),
        .data_in4      (data_in_internal[7]),
        .data_out      (data_io1_internal)
    );
    always @(posedge clk or negedge rst_n)
    begin
        if(!rst_n)
            data_out_internal <= {(input_len+4){1'b0}};
        else
            data_out_internal <= (data_io0_internal + data_io1_internal) + data_in_internal8;
    end
    assign data_out = data_out_internal;
endmodule
module add10 #(
    parameter input_len     = 16
    ) (
    input  wire                             clk,
    input  wire                             rst_n,
    input  wire [input_len * 10 - 1 : 0]    data_in,    
    output wire [input_len + 4 - 1 : 0]     data_out
    );
    wire signed     [input_len - 1 : 0]   data_in_internal[10 - 1 : 0];
    wire signed     [input_len + 1 : 0]   data_io0_internal;
    wire signed     [input_len + 1 : 0]   data_io1_internal;
    reg  signed     [input_len - 1 : 0]   data_in_internal8;
    reg  signed     [input_len - 1 : 0]   data_in_internal9;
    reg  signed     [input_len + 3 : 0]   data_out_internal;
    genvar i;
    generate
    for(i=0; i<10; i=i+1)
    begin
        assign data_in_internal[i] = data_in[input_len * i + input_len - 1: input_len * i];
    end
    endgenerate
    always @(posedge clk or negedge rst_n)
    begin
        if(!rst_n)
            data_in_internal8 <= 0;
        else
            data_in_internal8 <= data_in_internal[8];
    end
    always @(posedge clk or negedge rst_n)
    begin
        if(!rst_n)
            data_in_internal9 <= 0;
        else
            data_in_internal9 <= data_in_internal[9];
    end
    add4 #(
        .input_len     (input_len)
        ) addtree0 (
        .clk           (clk),
        .rst_n         (rst_n),
        .data_in1      (data_in_internal[0]),
        .data_in2      (data_in_internal[1]),
        .data_in3      (data_in_internal[2]),
        .data_in4      (data_in_internal[3]),
        .data_out      (data_io0_internal)
    );
    add4 #(
        .input_len     (input_len)
        ) addtree1 (
        .clk           (clk),
        .rst_n         (rst_n),
        .data_in1      (data_in_internal[4]),
        .data_in2      (data_in_internal[5]),
        .data_in3      (data_in_internal[6]),
        .data_in4      (data_in_internal[7]),
        .data_out      (data_io1_internal)
    );
    always @(posedge clk or negedge rst_n)
    begin
        if(!rst_n)
            data_out_internal <= 0;
        else
            data_out_internal <= (data_io0_internal + data_io1_internal) + (data_in_internal8 + data_in_internal9);
    end
    assign data_out = data_out_internal;
endmodule

===== /design/flow/run.sh =====
#!/bin/bash
# OpenROAD 26Q1-2900-gdf79404cd8, Yosys 0.63+post, stock flow scripts
make -C /OpenROAD-flow-scripts/flow DESIGN_CONFIG=/design/flow/config.mk WORK_HOME=/design/flow/orfs finish

==> results.ini <==
[run_status]
outcome=finished clean

[worst_setup_path]
path_cells=clkdlybuf4s50_1 > inv_1 > fa_1 > inv_1 > fa_1 > ha_1 > fa_1 > a211oi_1 > o21ai_1 > a211oi_1 > or2_1 > o211ai_1 > xor2_1
arrival_ps=5210
worst-path-buf-inv=3
end_kind=flip-flop
reg2reg_from=data_in_internal8[1]$_DFF_PN0_
path_delay_family=adder cells
worst-endpoint-required_ps=8720
crit_fanout=3
r2r_cells=11
r2r_end=data_out_internal[15]$_DFF_PN0_
critPathKind=in -> reg
worst_path_largest_cell_delay_ps=530
rrSetupSlack_ps=5080
start_kind=primary input
path_common_cell=fa_1
crit_cells=13
slowest_stage=fa_1

[clock_tree]
cts_tree=done
cts_made_buffers=9
clkSlewWorstSetupHoldPaths_ps=70
cts_root_buf=clkbuf_16
clock_sinks=88
worstSkewPairLatency_ps=330
htreeDepth=3
postCtsHoldBufs=0
cts_max_path_buffers=2
post_cts_buffers=0
cts_resized=0

[final_timing]
finalHoldViolCount=0
grt_setup_unrepaired=no
slew_headroom_pct=61.5
postLayoutSetupSlackWorst_ps=3510
period_minus_slack_ps=4990
drv_slew=0
max_freq_ghz=0.200
skew_ps=4.17
fin_tns_setup_ps=0
worst_slew_pin_slew_ps=578
setup_viol=0
finalCritPeriodShare_pct=58.7

[logic_synthesis]
ys_seq_elements=88
ys_types=51
edf_count=0
syn_area_sq_um=7620
yosysCellCount=780
synthCells=780
synth_warnings=2
yosysSeqAreaShare_pct=28.9
top_area_share_pct=28.9
avgSynthCellArea_sq_um=9.77
flop_cell=dfrtp_1
ys_area_sq_um=7620
async_flop_share_pct=100
ys_top_cells_by_area=dfrtp_1 29%, fa_1 27%, inv_1 13%
yosys.area.top_type=dfrtp_1

[cells_and_area]
layout-drive-gt1-share_pct=2.16
fin_cells=1155
mostFrequentLayoutCell=inv_1
final_cell_mix=259 x inv_1, 180 x clkdlybuf4s50_1, 103 x fa_1
fillers=1055
utilization_pct=67.7
area_delta_synth_final_pct=30.5

[grt]
grt_start_max_net_pins=50
grt_pass1_wl_mm=26.6
grt_overflow_total=0
antenna_found_initial=0
gr-usage-all-layers_pct=22.2
grt_pass1_vias=5943

[floorplan]
chip_area_sq_um=15700
ios=182
initCoreUtil_pct=51.9
core_area_sq_um=14700
die_w_um=125
std_cell_rows=44
die_h_um=125

[detailed_routing]
vias_per_cell=4.85
drc=0
antenna_left=0
wl_per_cell_um=12.8
vias=5604
drtIter0Drc=275
wirelength_mm=14.8
diodes=0
dr.pass1.iters=25

[flow_run]
warnings=26
maxCapViolations=0

[pwr]
p_per_area_nw_per_um2=360
cellLeakagePower_uw=0.00497
irDropWorstVdd_mv=0.256

[worst_hold_path]
hold_path_class=reg -> reg
min_path_cells=1
min_to=data_out_internal[0]$_DFF_PN0_
holdCritStartpoint=addtree1.data_out_internal[0]$_DFF_PN0_

[place]
dp_slack_ps=3190
gp_congestion=0.902
hpwlAfterDp_mm=12.7
portBuffers=181
dp.cells=1139

## routing by layer
metal	part of all wire (%)	vias to the layer above	track usage, %
met3	5.6	10	5.54
met4	0.70	0	2.51
met2	48	176	35.2
li1	-	2748	-
met5	0	-	0
met1	45	2670	34.1
## worst max-delay path by stage
stage,to,startpoint
CTS,addtree0.data_out_internal[13]$_DFF_PN0_,data_in[1]
global route,addtree0.data_out_internal[13]$_DFF_PN0_,data_in[1]
finish,addtree0.data_out_internal[13]$_DFF_PN0_,data_in[1]
## power by group
part,switching (uW),internal [uW],total [uW]
Sequential,39.5,603,642
Clock,162,239,401
Combinational,1380,1160,2540
Total,1580,2000,3580
## logic make-up (layout without fill, tap and decap cells)
logic type                 Yosys count  in the layout  synth area share (%)
xor gates and xnor gates            45             45                  5.17
adders and majority gates          156            156                  35.8
AOI/OAI and AO/OA                  138            138                  11.5
DFF                                 88             88                  28.9
and+or+nand+nor                     87             87                  5.47
buffers and inverters              266            457                  13.2
## cell usage after synthesis (2+ instances only)
| master | count |
|---|---|
| inv_1 | 259 |
| fa_1 | 103 |
| dfrtp_1 | 88 |
| ha_1 | 53 |
| a21oi_1 | 44 |
| xnor2_1 | 30 |
| nand2_1 | 27 |
| o21ai_0 | 23 |
| nor2_1 | 20 |
| xor2_1 | 15 |
| a211oi_1 | 11 |
| nand3_1 | 9 |
| a21o_1 | 8 |
| o21ai_1 | 7 |
| o21bai_1 | 7 |
| nand2b_1 | 6 |
| nor3_1 | 6 |
| o211ai_1 | 6 |
| clkbuf_1 | 5 |
| a31oi_1 | 4 |
| and3_1 | 4 |
| nand4_1 | 4 |
| a311oi_1 | 3 |
| o2111ai_1 | 3 |
| o21a_1 | 3 |
| o31ai_1 | 3 |
| a21boi_0 | 2 |
| and2_1 | 2 |
| nor3b_1 | 2 |
| o311ai_1 | 2 |
## worst reg2reg max path, cell delays in order, from the launching register on
cell	delay [ps]
dfrtp_1	400
fa_1	500
fa_1	520
ha_1	220
inv_1	70
fa_1	400
nand2b_1	190
a21oi_1	230
o211ai_1	140
a31oi_1	350
a31oi_1	150
xnor2_1	140
## metrics by stage
step / power [uW] / instance area [sq um] / hold slack [ps]
finish: 3580 / 9940 / 505
global route: 4000 / 9940 / 518
CTS: 3620 / 9940 / 505
detailed placement: 3190 / 9630 / 475
global placement: 3160 / 9630 / 477
floorplan: 2540 / 7620 / 456
## registers in the layout, summed over array words and instances (netlist names)
name / flops
addtree1.data_out_internal: 18
addtree0.data_out_internal: 18
data_out_internal: 20
data_in_internal8: 16
data_in_internal9: 16
## cell type report
| class | count | area (sq um) | area share, % |
|---|---|---|---|
| clock buffer | 10 | 239 | 2.40 |
| clock inverter | 6 | 71.3 | 0.717 |
| sequential | 88 | 2200 | 22.1 |
| inverter | 259 | 972 | 9.78 |
| multi-input combinational | 426 | 4410 | 44.4 |
| timing repair buffer | 182 | 1820 | 18.3 |
| tap | 184 | 230 | 2.32 |
Power and IR drop assume default switching activity.
